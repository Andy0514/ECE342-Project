==> design.v <==
module SHA256_core (
	input clk,
	input [255:0] init,
	input [511:0] value,
	input start,
	output [255:0] result
);
	localparam SHA256_constants = {
		32'h428a2f98, 32'h71374491, 32'hb5c0fbcf, 32'he9b5dba5, 32'h3956c25b, 32'h59f111f1, 32'h923f82a4, 32'hab1c5ed5,
		32'hd807aa98, 32'h12835b01, 32'h243185be, 32'h550c7dc3, 32'h72be5d74, 32'h80deb1fe, 32'h9bdc06a7, 32'hc19bf174,
		32'he49b69c1, 32'hefbe4786, 32'h0fc19dc6, 32'h240ca1cc, 32'h2de92c6f, 32'h4a7484aa, 32'h5cb0a9dc, 32'h76f988da,
		32'h983e5152, 32'ha831c66d, 32'hb00327c8, 32'hbf597fc7, 32'hc6e00bf3, 32'hd5a79147, 32'h06ca6351, 32'h14292967,
		32'h27b70a85, 32'h2e1b2138, 32'h4d2c6dfc, 32'h53380d13, 32'h650a7354, 32'h766a0abb, 32'h81c2c92e, 32'h92722c85,
		32'ha2bfe8a1, 32'ha81a664b, 32'hc24b8b70, 32'hc76c51a3, 32'hd192e819, 32'hd6990624, 32'hf40e3585, 32'h106aa070,
		32'h19a4c116, 32'h1e376c08, 32'h2748774c, 32'h34b0bcb5, 32'h391c0cb3, 32'h4ed8aa4a, 32'h5b9cca4f, 32'h682e6ff3,
		32'h748f82ee, 32'h78a5636f, 32'h84c87814, 32'h8cc70208, 32'h90befffa, 32'ha4506ceb, 32'hbef9a3f7, 32'hc67178f2
	};
	logic [511:0] W_reg;
	logic [511:0] next_W;
	logic [255:0] hash_val_reg;
	logic [255:0] next_hash_val;
	logic [7:0] index;
	always_ff @(posedge clk) begin
		if (start) begin
			index <= 'd0;
			hash_val_reg <= init;
			W_reg <= value;
		end
		else if (index < 64) begin
			index <= index + 8'd1;
			W_reg <= next_W;
			hash_val_reg <= next_hash_val;
		end
	end
	logic [31:0] new_W_entry, s1, s0;
	sigma1 sig1(W_reg[511-14*32:512-(14+1)*32], s1);
	sigma0 sig0(W_reg[511-1*32:512-(1+1)*32], s0);
	assign new_W_entry = s1 + W_reg[511-9*32:512-(9+1)*32] + s0 + W_reg[511-0*32:512-(0+1)*32];
	assign next_W = {W_reg[479:0], new_W_entry};
	logic [31:0] T1, T2, S1, S0, ch, maj;
	SIGMA1 SIG1(hash_val_reg[255-4*32:256-(4+1)*32], S1);
	SIGMA0 SIG0(hash_val_reg[255-0*32:256-(0+1)*32], S0);
	majority maj0(hash_val_reg[255-0*32:256-(0+1)*32], hash_val_reg[255-1*32:256-(1+1)*32], hash_val_reg[255-2*32:256-(2+1)*32], maj);
	choice ch0(hash_val_reg[255-4*32:256-(4+1)*32], hash_val_reg[255-5*32:256-(5+1)*32], hash_val_reg[255-6*32:256-(6+1)*32], ch);
	assign T1 = S1 + ch + hash_val_reg[255-7*32:256-(7+1)*32] + SHA256_constants[2047-index*32-:32] + W_reg[511-0*32:512-(0+1)*32];
	assign T2 = S0 + maj;
	logic [31:0] new_hash_entry, modified_e_entry;
	assign new_hash_entry = T1 + T2;
	assign modified_e_entry = hash_val_reg[255-3*32:256-(3+1)*32] + T1;
	assign next_hash_val = {new_hash_entry, hash_val_reg[255:160], modified_e_entry, hash_val_reg[127:32]};
	genvar i;
	generate
		for (i = 0; i < 8; i++) begin : OUTPUT_LOOP
			assign result[32*(i+1)-1:32*i] = hash_val_reg[32*(i+1)-1:32*i] + init[32*(i+1)-1:32*i];
		end
	endgenerate
endmodule
module sigma0 (input [31:0] in, output [31:0] out);
	logic [31:0] shift_right;
	assign shift_right = in >> 3;
	assign out = {in[6:0], in[31:7]} ^ {in[17:0], in[31:18]} ^ shift_right;
endmodule
module sigma1 (input [31:0] in, output [31:0] out);
	logic [31:0] shift_right;
	assign shift_right = in >> 10;
	assign out = {in[16:0], in[31:17]} ^ {in[18:0], in[31:19]} ^ shift_right;
endmodule
module SIGMA0 (input [31:0] in, output [31:0] out);
	assign out = {in[1:0], in[31:2]} ^ {in[12:0], in[31:13]} ^ {in[21:0], in[31:22]};
endmodule
module SIGMA1 (input [31:0] in, output [31:0] out);
	assign out = {in[5:0], in[31:6]} ^ {in[10:0], in[31:11]} ^ {in[24:0], in[31:25]};
endmodule
module choice (input [31:0] in0, in1, in2, output [31:0] out);
	assign out = (~in0 & in2) | (in0 & in1);
endmodule
module majority (input [31:0] in0, in1, in2, output [31:0] out);
	assign out = in0 & (in1 | in2) | (in1 & in2);
endmodule
==> run.sh <==
#!/bin/bash
# OpenROAD 26Q1-2900-gdf79404cd8, Yosys 0.63+post, stock flow scripts
make -C /OpenROAD-flow-scripts/flow DESIGN_CONFIG=/design/flow/config.mk WORK_HOME=/design/flow/orfs finish
==> config.mk <==
export PLATFORM = sky130hd
export DESIGN_NAME = SHA256_core
export DESIGN_NICKNAME = SHA256_core
export VERILOG_FILES = /design/flow/design.v
export SDC_FILE = /design/flow/constraint.sdc
export NUM_CORES = 4
export LEC_CHECK = 1
export CORE_UTILIZATION = 30
==> constraint.sdc <==
current_design SHA256_core

set clk_period 34.2
set clk_io_pct 0.2

create_clock -name clk0 -period $clk_period [get_ports {clk}]

set non_clock_inputs [all_inputs -no_clocks]
set_input_delay [expr $clk_period * $clk_io_pct] -clock clk0 $non_clock_inputs
set_output_delay [expr $clk_period * $clk_io_pct] -clock clk0 [all_outputs]
==> results.sh <==
# source this file to load flow results
export IMPL_htreeDepth=3
export IMPL_worstPathCellList="clkdlybuf4s50_1 > ha_1 > inv_1 > fa_1 > nor2b_1 > o21ai_0 > a21boi_0 > o31ai_1 > a21oi_1 > o211ai_1 > a41oi_1 > a31oi_1 > xnor2_1 > clkdlybuf4s50_1"
export IMPL_synthesis_area_um2=61030
export IMPL_endpoint="result[154]"
export IMPL_cp_slowest_cell="a21oi_1"
export IMPL_post_place_cells=9245
export IMPL_largest_reg_flops=512
export IMPL_routedWlPerCell_um=29.27
export IMPL_finClkSkew_ps=63.98
export IMPL_warning_count=37
export IMPL_cts_tree="built"
export IMPL_worst_ep_arrival_time_ps=11410
export IMPL_r2r_end="hash_val_reg[255]"
export IMPL_startpoint_type="input port"
export IMPL_io_pins=1026
export IMPL_drt_iter0_drc=3070
export IMPL_worstSetupPathType="in2out"
export IMPL_yosys_warnings=1
export IMPL_root_buffer="clkbuf_16"
export IMPL_cts_resized_gates=0
export IMPL_drive_gt1_frac=0.1446
export IMPL_worst_setup_path_end_kind="output port"
export IMPL_rows=165
export IMPL_path_common_cell="clkdlybuf4s50_1"
export IMPL_rsz0062_at_grt="no"
export IMPL_hold_viol=0
export IMPL_cts_sinks=776
export IMPL_syn2layout_area_growth_pct=27.45
export IMPL_final_cells=9453
export IMPL_hold_buffers=0
export IMPL_die_h_um=453.1
export IMPL_grt_use_total=0.2750
export IMPL_grtUsageMet3=0.06943
export IMPL_async_reset_ff_frac=0
export IMPL_maxCapViolCount=0
export IMPL_setup_worst_path_start="init[128]"
export IMPL_ys_seq_frac=0.3805
export IMPL_final_util=0.3849
export IMPL_worst_pin_slew_ps=921.5
export IMPL_drcViolationCount=0
export IMPL_grt_max_degree=129
export IMPL_period_needed_ps=18250
export IMPL_cts_buffers=98
export IMPL_slew_headroom=0.3698
export IMPL_post_route_period_util=0.5337
export IMPL_fmax_mhz=54.79
export IMPL_ys_cells=5718
export IMPL_slew_viol_final=0
export IMPL_synth_cell_types=96
export IMPL_grt_pass1_vias=49490
export IMPL_gp_congestion=1.029
export IMPL_grt_ovfl_total=0
export IMPL_cp_slowest_stage_delay_ps=610
export IMPL_ys_ff=776
export IMPL_outcome="finished clean"
export IMPL_num_vias=49100
export IMPL_ant_nets=0
export IMPL_port_buffers=1025
export IMPL_die_area_um2=205300
export IMPL_wl_um=276700
export IMPL_dp_hpwl_um=227400
export IMPL_netlist_instances=5718
export IMPL_clock_latency_ps=770
export IMPL_hold_path_class="reg2reg"
export IMPL_worstPathRequired_ps=27360
export IMPL_grt_pass1_wl_um=375900
export IMPL_met2_usage=0.4564
export IMPL_grt_use_met1=0.3208
export IMPL_postSynthAreaPerCell_um2=10.67
export IMPL_initial_core_util=0.3020
export IMPL_worstRegToRegCells=32
export IMPL_ys_area_um2=61030
export IMPL_clk_pin_slew_worst_paths_ps=60
export IMPL_post_cts_buffers=0
export IMPL_setup_viol=0
export IMPL_edf_count=768
export IMPL_top_usage_layer="met2"
export IMPL_crit_fanout=4
export IMPL_viasPerCell=5.194
export IMPL_die_w_um=453.1
export IMPL_r2r_start="index[1]"
export IMPL_first_pass_iters=8
export IMPL_fin_setup_tns_ps=0
export IMPL_antenna_found_initial=67
export IMPL_cts_path_max_buffers=3
export IMPL_fill_cells=19460
export IMPL_ff_type="edfxtp_1"
export IMPL_core_area_um2=202100
export IMPL_r2r_slack_ps=23410
==> cell usage after synthesis (all sizes together) (17+ instances only) <==
| cell | number | area share |
|---|---|---|
| edfxtp | 768 | 0.38 |
| mux2 | 674 | 0.12 |
| xnor2 | 406 | 0.058 |
| ha | 377 | 0.077 |
| a21oi | 370 | 0.030 |
| o21ai | 347 | 0.029 |
| inv | 346 | 0.021 |
| nand2 | 324 | 0.020 |
| nor2 | 313 | 0.019 |
| clkbuf | 240 | 0.015 |
| fa | 195 | 0.064 |
| xor2 | 182 | 0.026 |
| a21o | 159 | 0.020 |
| nor3 | 118 | 0.0098 |
| nand3 | 89 | 0.0074 |
| o21a | 62 | 0.0076 |
| a31oi | 61 | 0.0065 |
| nand2b | 57 | 0.0058 |
| nor2b | 45 | 0.0046 |
| o21bai | 42 | 0.0052 |
| and3 | 41 | 0.0042 |
| o31ai | 35 | 0.0044 |
| a211oi | 34 | 0.0042 |
| maj3 | 30 | 0.0049 |
| nand4 | 30 | 0.0033 |
| o211ai | 28 | 0.0034 |
| or3 | 27 | 0.0028 |
| buf | 25 | 0.0018 |
| and2 | 18 | 0.0018 |
| a2111oi | 17 | 0.0026 |
| a21boi | 17 | 0.0021 |
| a221oi | 17 | 0.0024 |
| or2 | 17 | 0.0017 |
==> how the worst min path moves through the flow <==
stage                      end  slack [ps]     start  depth (start not counted)
after CTS             index[7]         500  index[7]                          2
after global routing  index[7]         550  index[7]                          2
final                 index[7]         490  index[7]                          2
==> placed cells by master, fill, tap and decap left out, types with 18 or more instances in the layout <==
master	n
clkdlybuf4s50_1	1024
edfxtp_1	768
mux2_2	674
xnor2_1	399
ha_1	376
a21oi_1	369
inv_1	346
o21ai_0	338
nand2_1	323
nor2_1	311
fa_1	195
xor2_1	181
a21o_1	159
nor3_1	117
clkbuf_16	99
buf_4	92
nand3_1	88
o21a_1	62
a31oi_1	59
nand2b_1	57
nor2b_1	45
o21bai_1	42
and3_1	41
a211oi_1	34
o31ai_1	33
diode_2	31
maj3_1	30
nand4_1	29
o211ai_1	28
or3_1	27
clkinv_1	20
and2_1	18
==> through the flow <==
step,hold WS [ps],area [um2],setup WS [ps]
2_1_floorplan,458.1,61030,16630
3_3_place_gp,470.9,74470,16010
3_5_place_dp,484.9,74470,16030
4_1_cts,496.0,77710,15980
5_1_grt,548.2,77760,15760
6_report,493.6,77790,15950
==> worst max-delay path, delay by kind of cell <==
kind	cells	cell delay, ps
buffers and inverters	3	1090
and+or+nand+nor	1	120
adders and majority gates	2	570
AOI/OAI and AO/OA	7	2410
xor gates and xnor gates	1	370
==> layout make-up <==
| type | count | area, um2 | share of cell area |
|---|---|---|---|
| Timing Repair Buffer | 1120 | 11020 | 0.1416 |
| Clock inverter | 61 | 695.7 | 0.008943 |
| Multi-Input combinational cell | 4330 | 35590 | 0.4575 |
| Sequential cell | 776 | 23220 | 0.2986 |
| Tap cell | 2672 | 3343 | 0.04298 |
| Inverter | 347 | 1303 | 0.01674 |
| Clock buffer | 116 | 2541 | 0.03267 |
| Antenna cell | 31 | 77.57 | 0.0009973 |
==> kinds of logic after synthesis <==
family / after synthesis / synth area share
AOI/OAI and AO/OA: 1337 / 0.1383
xor gates and xnor gates: 590 / 0.08526
adders and majority gates: 602 / 0.1462
buffers and inverters: 612 / 0.03788
DFF: 776 / 0.3805
muxes: 683 / 0.1258
and+or+nand+nor: 1118 / 0.08606
==> metal layers <==
layer  routed length (um)  up-vias
met3                20320      527
met5                  197        -
met2               136900     1975
met4                20780       32
met1                98510    23700
li1                     -    22870
